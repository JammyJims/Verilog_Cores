[/design/flow/design.v]
`timescale 1ns / 1ps
module counter(
    input clk,
    input BTND,
    output [3:0]Led
);
	reg [3:0]Led;
   reg  [31:0]count_int;
   always @(posedge clk)begin
      if (BTND)begin
         count_int <= count_int + 1'd1;
      end else begin
			count_int <= count_int - 1'd1;
		end
	end
	always @ (posedge clk)begin
		Led[3:0] <= count_int[31:28];
	end
endmodule
[/design/flow/run.sh]
#!/bin/bash
# OpenROAD 26Q1-2900-gdf79404cd8, Yosys 0.63+post, stock flow scripts
make -C /OpenROAD-flow-scripts/flow DESIGN_CONFIG=/design/flow/config.mk WORK_HOME=/design/flow/orfs finish
[/design/flow/config.mk]
export PLATFORM = sky130hd
export DESIGN_NAME = counter
export DESIGN_NICKNAME = counter
export VERILOG_FILES = /design/flow/design.v
export SDC_FILE = /design/flow/constraint.sdc
export NUM_CORES = 4
export LEC_CHECK = 1
export CORE_UTILIZATION = 40
[/design/flow/constraint.sdc]
current_design counter

set clk_period 6.0
set clk_io_pct 0.2

create_clock -name clk0 -period $clk_period [get_ports {clk}]

set non_clock_inputs [all_inputs -no_clocks]
set_input_delay [expr $clk_period * $clk_io_pct] -clock clk0 $non_clock_inputs
set_output_delay [expr $clk_period * $clk_io_pct] -clock clk0 [all_outputs]
==> flow_summary.json <==
{
  "fraction_of_synthesized_cell_area_taken_by_the_top_area_cell_type": 0.265,
  "relSlewSlack": 0.511,
  "postSynthAreaPerCell_sq_um": 8.43,
  "power_density_nw_per_um2": 637,
  "critical_path_cell_list": "clkdlybuf4s50_1 -> inv_1 -> buf_4 -> ha_1 -> nand4_1 -> or3_1 -> a211oi_2 -> o21ai_1 -> and3_2 -> a211o_1",
  "tritoncts_clock_tree": "yes",
  "maxSlewViolCount": 0,
  "yosysTopAreaCell": "sky130_fd_sc_hd__dfxtp_1",
  "outcome": "completed",
  "grt_setup_unrepaired": "no",
  "drt_iter0_drc": 97,
  "synthesis.area_sq_um": 2720,
  "finalSetupTns_ns": 0,
  "h-tree-depth": 2,
  "drt_pre_antenna_iters": 4,
  "wl_met3_um": 221,
  "route.detailed.drc": 0,
  "design.core.area_sq_um": 6460,
  "worst_pin_slew_ns": 0.733,
  "post_cts_buffers": 0,
  "route.final.wire_length_um": 5840,
  "synth-cells-yosys": 323,
  "grt_start_max_net_pins": 19,
  "timing.critical_path.slowest_stage_cell": "sky130_fd_sc_hd__inv_1",
  "asyncSetResetFlopFracSynth": 0,
  "critical-path-top-delay-family": "buffers and inverters",
  "globalplace.congestion": 0.890,
  "global_route.overflow_total": 0,
  "clock_power_share": 0.096,
  "post_synthesis_cells": 323,
  "fp.dieH_um": 84.5,
  "irDropWorstVdd_mv": 0.237,
  "yosys.stat.chipArea_sq_um": 2720,
  "drt-wirelength-per-cell_um": 14.5,
  "critPathArrivalTime_ns": 4.44,
  "max_stage_delay_ns": 0.57,
  "worstSetupPathType": "input port to register",
  "cts_buffer_depth": 2,
  "numCtsBuffers": 5,
  "timing.critical_path.buf_inv": 3,
  "vias_in_the_first_global_route": 2080,
  "layout-drive-gt1-share": 0.0615,
  "min_period_ns": 4.26,
  "power.switching_fraction": 0.448,
  "die.size.x_um": 84.5,
  "route.layer.met1.wl_um": 3100,
  "final_area_sq_um": 2910,
  "ys_dominant_reg_cell": "sky130_fd_sc_hd__dfxtp_1",
  "worst_skew_pair.late_latency_ns": 0.28,
  "worst_hold_slack_across_all_endpoints_ns": 0.361,
  "power.share.combinational": 0.675,
  "dpl_cell_area_sq_um": 2820,
  "met2RoutedLength_um": 2450,
  "root_buffer": "sky130_fd_sc_hd__clkbuf_8",
  "worst_clock_skew_ns": 0.00637,
  "io_buffers": 5,
  "fmaxAchievable_mhz": 235,
  "timing.max_cap.violations": 0,
  "synth.top_cells.by_area": "sky130_fd_sc_hd__dfxtp_1, sky130_fd_sc_hd__ha_1, sky130_fd_sc_hd__a21oi_1",
  "p_sw_uw": 831,
  "worstSetupEndpointType": "register",
  "tritoncts_num_sinks": 36,
  "hold_viol": 0,
  "initCoreUtil": 0.422,
  "routed-via-count": 2312,
  "grt_use_total": 0.173,
  "top_level_ports": 6,
  "grt_first_pass_wirelength_um": 9830,
  "timing.critical_path.from_type": "input port",
  "count_of_flip_flops_with_a_built_in_enable_after_synthesis": 0,
  "antennaDiodeCount": 0,
  "rows": 29,
  "synth.distinct_cells": 58,
  "ys_seq_share": 0.265,
  "hp-class": "register to register",
  "dp_hpwl_um": 4470,
  "warnings": 25,
  "top_signal_layer_used": "met4",
  "viasPerCell": 5.75,
  "ctsResizeCount": 0,
  "setup-violations-final": 0,
  "yosys_warnings": 1,
  "p_int_uw": 1020,
  "fin_crit_sh": 0.710,
  "design.die.area_sq_um": 7140,
  "sequentialPowerShare": 0.229,
  "cts-hold-fix-buffers": 0,
  "power.static_leakage_uw": 0.00127,
  "timing.critical_path.fanout_max": 18,
  "synth.ff_latch_count": 36,
  "syn_to_final_growth_pct": 6.80,
  "cts.reportedPaths.clkPinSlew_ns": 0.07,
  "crit_required_ns": 6.18,
  "grt_antenna_before_repair": 0,
  "ant_nets": 0
}
-- sequential cells by signal, summed over array words and instances (netlist names) --
signal     flops
count_int     32
Led            4
-- layer usage --
metal  vias up  GRT usage
met5         -          0
met3         6     0.0219
met1      1038      0.282
li1       1212          -
met2        56      0.252
met4         0     0.0277
-- power groups by stage --
stage | combinational [uW] | clock [uW] | sequential, uW
CTS | 1240 | 188 | 426
finish | 1250 | 178 | 424
global route | 1400 | 197 | 437
-- path summary, 6_finish.rpt --
kind | slack, ns | depth (start not counted) | to | startpoint
setup / recovery | 1.74 | 10 | count_int[29] | BTND
setup reg to reg | 3.62 | 7 | count_int[29] | count_int[15]
hold reg to reg | 0.36 | 0 | Led[0] | count_int[28]
hold / removal | 0.36 | 0 | Led[0] | count_int[28]
-- logic make-up after synthesis --
| group | share of synthesized area |
|---|---|
| AOI/OAI and AO/OA | 0.299 |
| and+or+nand+nor | 0.163 |
| DFF | 0.265 |
| adders and majority gates | 0.145 |
| xor gates and xnor gates | 0.0868 |
| buffers and inverters | 0.0377 |
| muxes | 0.00367 |
-- cell usage after synthesis (3+ instances only) --
library cell	count
sky130_fd_sc_hd__ha_1	30
sky130_fd_sc_hd__nor2_1	20
sky130_fd_sc_hd__a211oi_1	4
sky130_fd_sc_hd__o21ai_0	17
sky130_fd_sc_hd__nor2b_1	3
sky130_fd_sc_hd__a31oi_1	5
sky130_fd_sc_hd__clkbuf_1	4
sky130_fd_sc_hd__a21o_1	14
sky130_fd_sc_hd__xnor2_1	17
sky130_fd_sc_hd__o211ai_1	3
sky130_fd_sc_hd__nand3_1	11
sky130_fd_sc_hd__a21oi_1	32
sky130_fd_sc_hd__and3_1	5
sky130_fd_sc_hd__o21a_1	11
sky130_fd_sc_hd__nor3_1	6
sky130_fd_sc_hd__xor2_1	10
sky130_fd_sc_hd__inv_1	11
sky130_fd_sc_hd__a211o_1	3
sky130_fd_sc_hd__and2_1	4
sky130_fd_sc_hd__dfxtp_1	36
sky130_fd_sc_hd__nand2_1	20
sky130_fd_sc_hd__buf_2	7
sky130_fd_sc_hd__nand4_1	5
-- stage by stage --
step / cells / total power (uW) / utilization / worst slack (ns)
finish: 402 / 1850 / 0.450 / 1.74
global route: 402 / 2040 / 0.450 / 1.55
CTS: 402 / 1860 / 0.450 / 1.74
detailed placement: 394 / 1670 / 0.436 / 1.45
global placement: 394 / 1680 / 0.436 / 1.46
floorplan: 323 / 1430 / - / 2.31
-- cell usage in the layout, fill, tap and decap left out, types with 2 or more instances in the layout --
master / netlist / layout
sky130_fd_sc_hd__and3_2: 2 / 2
sky130_fd_sc_hd__a211o_1: 3 / 3
sky130_fd_sc_hd__ha_1: 30 / 30
sky130_fd_sc_hd__a21oi_1: 32 / 32
sky130_fd_sc_hd__nand2_1: 20 / 20
sky130_fd_sc_hd__and3_1: 5 / 5
sky130_fd_sc_hd__nor2_1: 20 / 20
sky130_fd_sc_hd__and2_1: 4 / 4
sky130_fd_sc_hd__and4_1: 2 / 2
sky130_fd_sc_hd__clkbuf_8: 0 / 6
sky130_fd_sc_hd__inv_1: 11 / 11
sky130_fd_sc_hd__a21o_1: 14 / 14
sky130_fd_sc_hd__nand3_1: 11 / 11
sky130_fd_sc_hd__o21ai_0: 17 / 17
sky130_fd_sc_hd__nand4_1: 5 / 5
sky130_fd_sc_hd__nor3b_1: 2 / 2
sky130_fd_sc_hd__o2111ai_1: 2 / 2
sky130_fd_sc_hd__xor2_1: 10 / 10
sky130_fd_sc_hd__nor3_1: 6 / 6
sky130_fd_sc_hd__dfxtp_1: 36 / 36
sky130_fd_sc_hd__nor2b_1: 3 / 3
sky130_fd_sc_hd__clkdlybuf4s50_1: 0 / 5
sky130_fd_sc_hd__or2_2: 2 / 2
sky130_fd_sc_hd__a211oi_1: 4 / 4
sky130_fd_sc_hd__a211oi_2: 2 / 2
sky130_fd_sc_hd__clkinv_2: 0 / 2
sky130_fd_sc_hd__o31ai_1: 2 / 2
sky130_fd_sc_hd__a31oi_1: 5 / 5
sky130_fd_sc_hd__a21boi_0: 2 / 2
sky130_fd_sc_hd__o211ai_1: 3 / 3
sky130_fd_sc_hd__xnor2_1: 17 / 17
sky130_fd_sc_hd__a2111oi_0: 2 / 2
sky130_fd_sc_hd__o21bai_1: 2 / 2
sky130_fd_sc_hd__o21a_1: 11 / 11
-- layout make-up --
class	count	area (sq um)
clock buffer	6	82.6
clock inverter	2	10.0
fill	612	3550
inverter	11	41.3
sequential	36	721
multi-input combinational	264	1900
timing repair buffer	6	57.6
tap	77	96.3
Power and IR drop assume default switching activity.
