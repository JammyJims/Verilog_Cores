--- flow/config.mk ---
export PLATFORM = sky130hd
export DESIGN_NAME = Device
export DESIGN_NICKNAME = Device
export VERILOG_FILES = /design/flow/design.v
export SDC_FILE = /design/flow/constraint.sdc
export NUM_CORES = 4
export LEC_CHECK = 1
export CORE_AREA = 10 10 89 89
export DIE_AREA = 0 0 99 99
--- flow/constraint.sdc ---
current_design Device

set clk_period 2.0
set clk_io_pct 0.2

create_clock -name clk0 -period $clk_period [get_ports {clk_i}]

set non_clock_inputs [all_inputs -no_clocks]
set_input_delay [expr $clk_period * $clk_io_pct] -clock clk0 $non_clock_inputs
set_output_delay [expr $clk_period * $clk_io_pct] -clock clk0 [all_outputs]
--- flow/design.v ---
`timescale 1ns / 1ps
module Device (
	input clk_i,
	input rst_i,
	input tx_oe,
	inout [7:0] data_io
	);
	Physical_Interface PHY (
		 .clk_i(clk_i), 
		 .rst_i(rst_i), 
		 .tx_oe(tx_oe), 
		 .data_line_io(data_io)
		 );
	Memory MEM (
		 .clk_i(clk_i), 
		 .rst_i(rst_i), 
		 .data_io(data_io), 
		 .tx_oe(tx_oe)
		 );
endmodule
`timescale 1ns / 1ps
module Memory(
	input clk_i,
	input rst_i,
	inout [7:0] data_io,
	input tx_oe
	);
	reg write_enable;
	reg [7:0] ramA;
	reg [7:0] ramB;
	reg [7:0] ramC;
	reg [7:0] ramD;
	reg [7:0] ramE;
	reg [7:0] data_o;
	wire [7:0] data_i;
	assign data_io = tx_oe ? data_o: 8'hZZ;
	assign data_i = data_io;
	initial begin
		ramA <= 8'b0000_0000;
		ramB <= 8'b0000_0000;
		ramC <= 8'b0000_0000;
		ramD <= 8'b0000_0000;
		ramE <= 8'b0000_0000;
		address = 0;
		clk = 0;
	end
	integer address;
	always @(posedge clk_i) begin
		if (rst_i) begin
			ramA <= 8'b0000_0000;
			ramB <= 8'b0000_0000;
			ramC <= 8'b0000_0000;
			ramD <= 8'b0000_0000;
			ramE <= 8'b0000_0000;
			address = 0;
		end else begin
			if 			(data_i == 8'b1111_1111) begin
				write_enable = 1'b1;
			end else if (data_i == 8'b0000_0000) begin
				write_enable = 1'b0;
			end else begin
				if (write_enable) begin 
					if 			(address == 0) begin
						ramA = data_i;
						address = 1;
					end else if (address == 1) begin
						ramB = data_i;
						address = 2;
					end else if (address == 2) begin
						ramC = data_i;
						address = 3;
					end else if (address == 3) begin
						ramD = data_i;
						address = 4;
					end else if (address == 4) begin
						ramE = data_i;
						address = 0;
					end else begin
						address = 0;
					end
				end else begin  
					if 			(address == 0) begin
						data_o = ramA;
						address = 1;
					end else if (address == 1) begin
						data_o = ramB;
						address = 2;
					end else if (address == 2) begin
						data_o = ramC;
						address = 3;
					end else if (address == 3) begin
						data_o = ramD;
						address = 4;
					end else if (address == 4) begin
						data_o = ramE;
						address = 0;
					end else begin
						address = 0;
					end
				end
			end
		end
	end
endmodule
`timescale 1ns / 1ps
module Physical_Interface (
	input clk_i,
	input rst_i,
	input tx_oe,
	inout [7:0] data_line_io
	);
	wire data_line_i;
	reg [7:0] data_line_o;
	assign data_line_io = tx_oe ? data_line_o : 8'bZ;
	assign data_line_i = data_line_io;
	integer state = 0;
	always @(posedge clk_i) begin
		if (rst_i) begin  
			data_line_o <= 8'h00;
		end else begin  
			if (state == 0) begin
				data_line_o <= 8'h3A;
				state = 1;
			end else begin
				data_line_o <= 8'hFF;
				state = 0;
			end
		end
	end
endmodule
--- flow/run.sh ---
#!/bin/bash
# OpenROAD 26Q1-2900-gdf79404cd8, Yosys 0.63+post, stock flow scripts
make -C /OpenROAD-flow-scripts/flow DESIGN_CONFIG=/design/flow/config.mk WORK_HOME=/design/flow/orfs finish
==> metrics.cfg <==
[yosys]
ys_cells=85
ff_type=dfxtp_1
largest_area_cell=dfxtp_1
yosysChipArea_um2=903
synth_seq_share=0.465
ys_types=23
edf_count=4
ys_warn_count=6
synth_flops=19
area_leaders=dfxtp_1, edfxtp_1, mux2i_1, buf_4, nand2_1
common_cells=dfxtp_1, nand2_1, mux2i_1, buf_4
top_area_frac=0.332
ys_async_sr_fraction=0
synth_top_cell_by_count=dfxtp_1

[outcome]
error=ERROR: Found 2 problems in 'check -assert'.
outcome=aborted with a tool error
stop_stage=1_2_yosys

==> cell families after synthesis <==
family,Yosys count,synth area share
compound gates,3,0.0249
fa+ha+maj,2,0.0277
buf+inv,15,0.0997
flops,19,0.465
mux,16,0.209
simple gates,30,0.173
